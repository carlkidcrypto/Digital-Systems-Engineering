[./run.sh]
#!/bin/bash
# OpenROAD 26Q1-2900-gdf79404cd8, Yosys 0.63+post, stock flow scripts
make -C /OpenROAD-flow-scripts/flow DESIGN_CONFIG=/design/flow/config.mk WORK_HOME=/design/flow/orfs finish
[./config.mk]
export PLATFORM = sky130hd
export DESIGN_NAME = fact_co_processor_wrapper
export DESIGN_NICKNAME = fact_co_processor_wrapper
export VERILOG_FILES = /design/flow/design.v
export SDC_FILE = /design/flow/constraint.sdc
export NUM_CORES = 4
export LEC_CHECK = 1
export CORE_UTILIZATION = 30
[./constraint.sdc]
current_design fact_co_processor_wrapper

set clk_period 14.7
set clk_io_pct 0.2

create_clock -name clk0 -period $clk_period [get_ports {des_clk}]

set non_clock_inputs [all_inputs -no_clocks]
set_input_delay [expr $clk_period * $clk_io_pct] -clock clk0 $non_clock_inputs
set_output_delay [expr $clk_period * $clk_io_pct] -clock clk0 [all_outputs]
[./design.v]
`timescale 1ns / 1ps
module fact_co_processor_wrapper(
    input logic [31:0] n,
    input logic rst, go, src_clk, des_clk,
    output logic done,
    output [31:0] result
    );
    logic rst_fmw1,go_fmw1,done_fwm1;
    logic [31:0] result_fmw1,n_fmw1;
    fact_machine_wrapper fmw1 (
    .rst(rst_fmw1),
    .go(go_fmw1),
    .clk(des_clk),
    .n(n_fmw1),
    .result(result_fmw1),
    .done(done_fmw1)
    );
    assign result = result_fmw1;
    assign done = done_fmw1;
    assign n_fmw1 = n;
    logic [2:0] go_reg;
    logic [2:0] rst_reg;
    always_ff@(posedge des_clk)
    begin
        go_reg[0] <= go;
        go_reg[1] <= go_reg[0];
        go_reg[2] <= go_reg[1];
        go_fmw1 <= go_reg[2] ^ go_reg[1];
         rst_reg[0] <= rst;
         rst_reg[1] <= rst_reg[0];
         rst_reg[2] <= rst_reg[1];
         rst_fmw1 <= rst_reg[2] ^ rst_reg[1];
    end    
endmodule
`timescale 1ns / 1ps
module fact_machine_wrapper(
    input logic rst, go, clk,
    input logic [31:0] n,
    output logic [31:0] result,
    output logic done
    );
    logic [31:0] sum_reg;
    logic [31:0] add_res_reg;
    logic [31:0] cnt_1;
    logic [31:0] cnt_2;
    typedef enum logic [3:0] {start, n_grt_0, inc_cnt1, cnt_grt_n, cnt_eq_1, set_sum_reg_to_1_1, 
                              add_sum_reg_cnt_times, update_sum_reg, ld_res_from_sum_reg, set_sum_reg_to_0,send_done, set_sum_reg_to_1_2                 
         } statetype;
         statetype state;
    always_ff@(posedge clk)
    begin
        if(rst)
            begin
                cnt_1 <= 0;
                cnt_2 <= 0;
                sum_reg <= 0;
                add_res_reg <= 0;
                result <= 0;
                done <= 0;
                state <= start;
            end
        else
            begin
                case(state)
                    start:
                        begin
                            if(go)
                                begin
                                    state <= n_grt_0;
                                end
                            else
                                begin
                                    state <= start;
                                end
                        end
                    n_grt_0:
                        begin
                            if(n > 0)
                                begin
                                    state <= inc_cnt1;
                                end
                            else
                                begin
                                    state <= set_sum_reg_to_1_2;
                                end
                        end
                    inc_cnt1:
                        begin
                            cnt_1 = cnt_1 + 1;
                            state <= cnt_grt_n;
                        end
                    cnt_grt_n:
                        begin
                            if(cnt_1 > n)
                                begin
                                    state <= ld_res_from_sum_reg;
                                end
                            else
                                begin
                                    state <= cnt_eq_1;
                                end
                        end
                    cnt_eq_1:
                        begin
                            if(cnt_1 == 1)
                                begin
                                    state <= set_sum_reg_to_1_1;
                                end
                            else
                                begin
                                    state <= add_sum_reg_cnt_times;
                                end
                        end
                    add_sum_reg_cnt_times:
                        begin
                            if(cnt_2 > (cnt_1 - 1))
                                begin
                                    state <= update_sum_reg;     
                                end
                            else
                                begin
                                    add_res_reg <= add_res_reg + sum_reg;
                                    cnt_2 <= cnt_2 + 1;  
                                end
                        end
                    update_sum_reg:
                        begin
                            cnt_2 <= 0;
                            sum_reg <= add_res_reg;
                            add_res_reg <= 0;  
                            state <= inc_cnt1;   
                        end
                    ld_res_from_sum_reg:
                        begin
                            result <= sum_reg;
                            state <= set_sum_reg_to_0;
                        end
                    set_sum_reg_to_0:
                        begin
                            sum_reg <= 0;
                            state <= send_done;
                        end
                    set_sum_reg_to_1_1:
                        begin
                            sum_reg <= 1;
                            state <= inc_cnt1;
                        end
                    set_sum_reg_to_1_2:
                        begin
                            sum_reg <= 1;
                            state <= ld_res_from_sum_reg;
                        end
                    send_done:
                        begin
                            done <= 1;
                            if(go)
                                begin
                                    cnt_1 <= 0;
                                    result <= 0;
                                    state <= n_grt_0;
                                    done <= 0;
                                end
                            else if(rst)
                                begin
                                    done <= 0;
                                    state <= start;
                                end
                            else
                                begin
                                    done <= 1;
                                    state <= send_done;
                                end
                        end
                endcase
            end    
    end    
endmodule: fact_machine_wrapper
==> impl_metrics.tcl <==
# metrics dict for downstream scripts
set metrics [dict create \
    status "complete, no violations" \
    async_flop_share 0 \
    diodes 0 \
    cp_top_family "simple AND/OR/NAND/NOR gates" \
    postCtsSetupRepairBufs 0 \
    hold_class "reg2reg" \
    power_leakage_nw 5.12 \
    wire_per_inst_um 14.0 \
    fin_hold_ws_ns 0.327 \
    ys_ff 181 \
    required_ns 14.99 \
    core_region_area_um2 35800 \
    edf_count 0 \
    crit_arrival_ns 6.16 \
    internal_power_uw 789 \
    p_total_mw 1.04 \
    critPathLaunch "fmw1.cnt_1[2]$_SDFFE_PP0P_" \
    whs_path_depth 0 \
    synth_top_cell_by_area "dfxtp_1" \
    pwr-share-comb 0.065 \
    ys_types 79 \
    globalRouteMet1Util 0.209 \
    warnings 28 \
    die_area_um2 37500 \
    cts-resized-gates 0 \
    top_cell_area_share 0.329 \
    p_per_area_nw_per_um2 82.1 \
    yosys-top-cells-area "dfxtp_1, ha_1, nor2_1, a21oi_1, xor2_1" \
    portBuffers 67 \
    grtUsageMet2 0.223 \
    finalSetupTns_ns 0 \
    utilization 0.354 \
    yosys_warnings 3 \
    cts_made_buffers 17 \
    slowest_delay_ns 0.67 \
    flop_area_um2 3630 \
    grt_pass1_wl_um 42900 \
    synth.avg_cell_area_um2 8.28 \
    yosysSeqAreaShare 0.329 \
    cts_tree "built" \
    clock_latency_ns 0.44 \
    wl_um 25700 \
    worst_slew_pin_slew_ns 0.855 \
    skew_ns 0.0151 \
    gp_congestion 0.887 \
    drc 0 \
    slowest_stage "buf_4" \
    nFillCells 3570 \
    overflow 0 \
    grt.total_usage 0.138 \
    syn_inst 1331 \
    yosysChipArea_um2 11000 \
    finalMaxSlewViolations 0 \
    path_depth 19 \
    r2r_start "fmw1.cnt_1[2]$_SDFFE_PP0P_" \
    worst_setup_path_start_kind "flip-flop" \
    path_buffers 2 \
    cts.hold.buffers_added 0 \
    rows 69 \
    clk_path_buf_depth 2 \
    grt_pass1_vias 8517 \
    clkPwrFrac 0.454 \
    ff2ff_path_depth 19 \
    fin_crit_ns 5.87 \
    ctsRootBufferMaster "clkbuf_16" \
    ant_nets 0 \
    grt_busiest_layer "met2" \
    global_route.usage.met3 0.0177 \
    area_growth_pct 15.0 \
    grt_max_degree 75 \
    synth-main-ff-cell "dfxtp_1" \
    irDropWorstVdd_mv 0.0804 \
    common_cells "dfxtp_1, nor2_1, a21oi_1" \
    rsz0062_at_grt "false" \
    fp_util 0.307 \
    htreeDepth 4 \
    yosys_cells 1331 \
    drive_above_1_share 0.0570 \
    ios 69 \
    end_kind "flip-flop" \
    syn_area_um2 11000 \
    die_width_um 194 \
    final-setup-viol-count 0 \
    antenna_found_initial 0 \
    fin_crit_sh 0.399 \
    p_sw_frac 0.242 \
    path_cells "or4_4, nor3_4, nand3_2, nor2b_2, nand2_1, or2_1, nor2_1, nand3b_1, xor2_1, ha_1, nand4_1, nor4_1, o31ai_1, a31oi_4, buf_4, nor2_1, buf_4, nand4b_1, a21oi_1" \
    switching_power_uw 252 \
    hold_violations 0 \
    top_cell "dfxtp_1" \
    clkTransAtPathRegs_ns 0.07 \
    comb_area_um2 6920 \
    maxCapViolCount 0 \
    vias 9311 \
    vias_per_cell 5.09 \
    fp.dieH_um 194 \
    slew_headroom 0.424 \
    timing.fmax_ghz 0.170 \
    dr.pass1.iters 5 \
    critPathKind "reg2reg" \
    cts_sinks 181 \
    drtIter0Drc 565 \
    hpwlAfterDp_um 18200 \
    worst-path-max-fanout 74 \
    seqPwrFrac 0.481 \
    min_from "rst_reg[0]$_DFF_P_" \
]
-- power groups by stage --
stage / clock [mW] / sequential, mW / combinational (mW)
5_1_grt: 0.509 / 0.502 / 0.0755
4_1_cts: 0.489 / 0.501 / 0.0682
6_report: 0.472 / 0.501 / 0.0675
-- stage by stage --
stage	setup WS, ns	instance area (um2)	std cells
2_1_floorplan	9.93	11000	1331
4_1_cts	8.79	12700	1830
3_3_place_gp	8.90	12100	1798
5_1_grt	8.22	12700	1830
3_5_place_dp	8.86	12100	1798
6_report	8.83	12700	1830
-- cell families (layout without fill, tap and decap cells) --
kind of cell / count (synthesis) / in the layout / synth area share
flops: 181 / 181 / 0.329
fa+ha+maj: 100 / 100 / 0.114
simple gates: 486 / 486 / 0.229
mux: 34 / 34 / 0.0313
buf+inv: 124 / 162 / 0.0449
xor+xnor: 73 / 73 / 0.0580
compound gates: 333 / 333 / 0.193
-- cell usage in the layout (no fill, tap or decap), drive strengths merged, types with 16 or more instances in the layout --
cell type and n:
a21o 33, a21oi 117, a22oi 35, a31oi 16
clkbuf 20, clkdlybuf4s50 67, dfxtp 181, ha 99
inv 59, mux2i 33, nand2 63, nand3 36
nand3b 16, nand4 29, nor2 177, nor2b 16
nor3 35, nor4 21, o21ai 67, or3 32
xnor2 35, xor2 38
-- area by class of cell --
cell class,instances,share of cell area
Clock buffer,20,0.0368
Multi-Input combinational cell,1026,0.546
Clock inverter,12,0.0112
Sequential cell,181,0.287
Timing Repair Buffer,75,0.0577
Tap cell,461,0.0455
Inverter,55,0.0163
-- metal layers --
metal  up-vias  wire, um
met3         6       674
met1      4351     13100
li1       4852         -
met2       102     11700
met4         0       193
met5         -         0
-- path summary, 6_finish.rpt --
check | end | slack (ns)
worst max-delay path | fmw1.cnt_2[30]$_SDFFE_PP0P_ | 8.83
worst min-delay path | rst_reg[1]$_DFF_P_ | 0.33
worst max register to register | fmw1.cnt_2[30]$_SDFFE_PP0P_ | 8.83
worst min register to register | rst_reg[1]$_DFF_P_ | 0.33
Power figures rest on the tool's default switching activity, not on a simulated workload.
