==> /design/flow/design.v <==
`timescale 1ns / 1ps
module SPI_FSM(
    input logic done,
    input logic clk,
    output logic sclk,
    output logic chs,  
    output logic mosi,
    output logic finished,
    input [7:0] SPI_IN
    );
    typedef enum logic [3:0]
    {start,cs,data1,data2,data3,data4,data5,data6,data7,data8,fine} statetype;
    statetype state;
logic [9:0] SPI_Counter_Up;  
logic [7:0] din;
assign din = SPI_IN;
always_ff@(posedge clk)  
begin
     if(done)
        SPI_Counter_Up <= SPI_Counter_Up + 10'b1;  
      else
        SPI_Counter_Up <= 0; 
      if(SPI_Counter_Up == 600)  
        sclk <= 1;
      else
        sclk <= 0;
end  
always_ff@(posedge clk)  
    begin
       if(done)
            begin            
                case(state)
                    cs: 
                        begin
                            if(sclk == 1)
                                state <= data1;
                            else
                                state <= cs;
                        end
                    data1: 
                        begin
                            if(sclk == 1)
                                begin
                                    state <= data2;
                                    mosi <= din[0];
                                end
                            else
                                state <= data1;
                        end
                    data2: 
                        begin
                            if(sclk == 1)
                                begin
                                    state <= data3;
                                    mosi <= din[1];
                                end
                            else
                                state <= data2;
                        end
                    data3: 
                        begin
                            if(sclk == 1)
                                begin
                                    state <= data4;
                                    mosi <= din[2];
                                end
                            else
                                state <= data3;
                        end
                    data4: 
                        begin
                            if(sclk == 1)
                                begin
                                    state <= data5;
                                    mosi <= din[3];
                                end
                            else
                                state <= data4;
                         end
                    data5: 
                        begin
                            if(sclk == 1)
                                begin
                                    state <= data6;
                                    mosi <= din[4];
                                end
                            else
                                state <= data5;
                        end
                    data6: 
                        begin
                            if(sclk == 1)
                                begin
                                    state <= data7;
                                    mosi <= din[5];
                                end
                            else
                                state <= data6;
                        end
                    data7: 
                        begin
                            if(sclk == 1)
                                begin
                                    state <= data8;
                                    mosi <= din[6];
                                end
                            else
                                state <= data7;
                        end
                    data8: 
                        begin
                            if(sclk == 1)
                                begin
                                    state <= fine;
                                    mosi <= din[7];
                                end
                            else
                                state <= data8;
                        end
                    fine: 
                        begin
                            mosi <= 0;
                            state <= start;
                        end
                    default: state <= start;       
                endcase
            end
        else  
            begin
                mosi <= 0;
                state <= start;
            end         
    end  
    always_comb  
    begin
        chs = 1; finished = 0;
        case(state)
            start: finished = 0;     
            cs: chs = 0;
            fine: begin
                    finished = 1;
                    chs = 1 ;
                  end
        endcase  
    end  
endmodule:  SPI_FSM
==> /design/flow/run.sh <==
#!/bin/bash
# OpenROAD 26Q1-2900-gdf79404cd8, Yosys 0.63+post, stock flow scripts
make -C /OpenROAD-flow-scripts/flow DESIGN_CONFIG=/design/flow/config.mk WORK_HOME=/design/flow/orfs finish
==> /design/flow/config.mk <==
export PLATFORM = sky130hd
export DESIGN_NAME = SPI_FSM
export DESIGN_NICKNAME = SPI_FSM
export VERILOG_FILES = /design/flow/design.v
export SDC_FILE = /design/flow/constraint.sdc
export NUM_CORES = 4
export LEC_CHECK = 1
export CORE_AREA = 10 10 88 88
export DIE_AREA = 0 0 98 98
==> /design/flow/constraint.sdc <==
current_design SPI_FSM

set clk_period 2.0
set clk_io_pct 0.2

create_clock -name clk0 -period $clk_period [get_ports {clk}]

set non_clock_inputs [all_inputs -no_clocks]
set_input_delay [expr $clk_period * $clk_io_pct] -clock clk0 $non_clock_inputs
set_output_delay [expr $clk_period * $clk_io_pct] -clock clk0 [all_outputs]
==> out/metrics.yaml <==
setup_path:
  endpoint_kind: "output pin"
  crit_type: "flop to output pin"
  critPathArrivalTime_ns: 1.11
  cp-start-kind: "flop"
  reg2reg_to: "SPI_Counter_Up[6]"
  critPathRequiredTime_ns: 1.60
  reg2reg_from: "SPI_Counter_Up[0]"
  worstPathMaxFanout: 3
  reg2reg_slack_ns: 0.70
  r2r_cells: 4
floorplan:
  core-area_um2: 5921
  dieArea_um2: 9604
  fp-row-count: 28
  fp_util_pct: 16.08
  die_y_um: 98
  io_pins: 14
  die_w_um: 98
detailed_routing:
  viasPerCell: 3.775
  firstDrtPassIters: 4
  drc: 0
  drt_wl_total_mm: 1.815
  routedWlPerCell_um: 9.973
  n_antenna_cell: 0
  drtAntennaViolNets: 0
  via_count: 687
  drt_first_iter_violations: 22
timing:
  max_freq_mhz: 660.2
  worst_pin_slew_ns: 0.5528
  finalSetupViolCount: 0
  final_max_slew_viol_count: 0
  relSlewSlack_pct: 63.03
  period_used_pct: 75.74
  finClkSkew_ns: 0.003429
  rsz0062_at_grt: "false"
  finalHoldViolCount: 0
  timing.hold.ws_ns: 0.4719
  finalWorstPathRequiredPeriod_ns: 1.515
  fin_tns_setup_ns: 0
grt:
  antenna_found_initial: 0
  grt_max_degree: 22
  overflow: 0
  grt_usage_pct: 3.432
  grt_pass1_wl_mm: 2.980
  grt_pass1_vias: 647
synth:
  synthesis.yosys.warnings: 1
  ys.flops: 22
  syn_inst: 93
  synth.cell_area_um2: 952.2
  ys_area_um2: 952.2
  synth.avg_cell_area_um2: 10.24
  synthArstFlopShare_pct: 0
  ys_seq_share_pct: 46.25
  ff_type: "dfxtp_1"
  edf_count: 0
  ys_types: 29
  ys_cells: 93
clock_tree:
  clkSlewWorstSetupHoldPaths_ns: 0.08
  htree_levels: 1
  postCtsSetupRepairBufs: 0
  hold_buffers: 0
  cts_made_buffers: 3
  clock-sinks: 22
  clk_latency_ns: 0.26
  cts_resized: 0
  root_buffer: "clkbuf_8"
  cts_tree: "yes"
  clockBufferDepth: 2
job:
  cap_viol_max_count: 0
  warnings: 26
layout:
  layout_top_cell: "dfxtp_1"
  logic_area_um2: 488.0
  final_util_pct: 20.48
  drive_gt1_share_pct: 6.542
  lay_top_cells: "dfxtp_1, clkdlybuf4s50_1, nor2b_1, mux2i_1, and2_1"
  area_growth_pct: 27.33
  fill_cells: 640
  seq_area_um2: 440.4
power:
  p_leak_uw: 0.0004036
  p_per_area_nw_per_um2: 625.3
  ir_worst_vdd_mv: 0.1893
worst_hold_path:
  min_delay_path_depth: 2
  hp-start: "SPI_Counter_Up[9]"
  whs_endpoint: "sclk"
  worstHoldPathType: "flop to flop"
placement:
  dp_hpwl_mm: 1.338
  gp_congestion: 0.7316
  port_buffers: 13
status:
  status: "complete, no violations"
-- metrics by stage --
stage	setup slack [ns]	instance area, um^2	std cells	total power (uW)
after floorplan	0.7959	952.2	93	476.5
after global routing	0.4091	1212	182	789.7
final	0.4853	1212	182	758.1
after detailed placement	0.3155	1171	179	499.7
after CTS	0.4507	1212	182	773.4
after global placement	0.3528	1171	179	499.4
-- how the worst max path moves through the flow --
stage            start   to  cells after the start
finish        state[6]  chs                      2
CTS           state[6]  chs                      2
global route  state[6]  chs                      2
-- final cells by class --
| class | count | area share (%) |
|---|---|---|
| Timing Repair Buffer | 14 | 11.35 |
| Multi-Input combinational cell | 65 | 40.25 |
| Clock buffer | 3 | 3.406 |
| Tap cell | 75 | 7.740 |
| Inverter | 3 | 0.9288 |
| Sequential cell | 22 | 36.33 |
-- synthesized netlist by cell type, types with 2 or more instances --
cell	count	area (um^2)
dfxtp_1	22	440.4
and2_1	7	43.79
a21boi_0	2	15.01
mux2i_1	8	80.08
and3_1	3	18.77
clkbuf_1	2	7.510
inv_1	3	11.26
nand3_1	4	20.02
nor4_1	2	12.51
o21ai_0	2	10.01
xnor2_1	5	43.79
or3_1	2	12.51
nand2_1	4	15.01
a22oi_1	2	15.01
nand4_1	2	12.51
nor2b_1	9	56.30
ha_1	2	25.02
-- worst max-delay path: stages (launching register included) --
cell	delay, ns
dfxtp_1	0.33
inv_1	0.06
clkdlybuf4s50_1	0.46
-- metal layers --
metal,up-vias,GRT usage (%),routed length (um)
met2,8,5.482,788
met4,0,1.007,37
met5,-,0,0
met3,2,0.4267,65
li1,361,-,-
met1,316,4.733,922
-- registers in the layout (all words and copies together), names as in the netlist --
signal / flops
SPI_Counter_Up: 10
mosi: 1
sclk: 1
state: 10
-- where the power goes --
part / total [uW] / internal [uW] / switching, uW
Sequential: 449 / 443 / 6.16
Combinational: 40.0 / 26.4 / 13.6
Clock: 269 / 134 / 135
-- cells by family after synthesis --
group,after synthesis,share of synthesized area (%)
buffers and inverters,6,2.496
adder cells (fa/ha/maj),2,2.628
XOR/XNOR,6,5.519
AND-OR/OR-AND,10,7.884
flip-flops,22,46.25
AND/OR/NAND/NOR,39,26.81
multiplexers,8,8.410
Power is estimated from default activity; no workload was simulated.
